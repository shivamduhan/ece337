### ./design.v
module comparator
(
	input wire [15:0] a,
	input wire [15:0] b,
	output reg gt,
	output reg lt,
	output reg eq
);
	reg lte;
	reg gte;	
	always @ (a, b) begin: COM	
		if (!(a>b)) 
			lte = 1'b1;
		else
			lte = 1'b0;
		if (!(a<b))
			gte = 1'b1;
		else
			gte = 1'b0;
		if (a > b) begin		
			gt = 1'b1;
			lt = 1'b0;
			eq = 1'b0;		
		end else if (b > a) begin			
			gt = 1'b0;
			lt = 1'b1;
			eq = 1'b0;
		end else begin
			gt = 1'b0;
			lt = 1'b0;
			eq = 1'b1;
		end
	end
endmodule
### ./run.sh
#!/bin/bash
# OpenROAD 26Q1-2900-gdf79404cd8, Yosys 0.63+post, stock flow scripts
make -C /OpenROAD-flow-scripts/flow DESIGN_CONFIG=/design/flow/config.mk WORK_HOME=/design/flow/orfs finish
### ./config.mk
export PLATFORM = sky130hd
export DESIGN_NAME = comparator
export DESIGN_NICKNAME = comparator
export VERILOG_FILES = /design/flow/design.v
export SDC_FILE = /design/flow/constraint.sdc
export NUM_CORES = 4
export LEC_CHECK = 1
export CORE_AREA = 10 10 70 70
export DIE_AREA = 0 0 80 80
### ./constraint.sdc
current_design comparator

set clk_period 3.7
set clk_io_pct 0.2

create_clock -name clk0 -period $clk_period

set non_clock_inputs [all_inputs -no_clocks]
set_input_delay [expr $clk_period * $clk_io_pct] -clock clk0 $non_clock_inputs
set_output_delay [expr $clk_period * $clk_io_pct] -clock clk0 [all_outputs]
==> run summary <==
Results of the implementation run.

The run finished with clean final reports. Setup repair after global routing left no endpoint under its margin. The worst setup path is captured at an output pin.

The maximum ir drop on the vdd rail is 0.0324 mV. The analysis attributes to cell leakage a power of 0.437 nW. The tally of nets with antenna violations remaining after routing is 0. The setup-violating endpoint count in the final report came out at 0.

The weighted congestion reported at the end of routability-driven placement is 0.780. The number of cells in Yosys stat is 61. The final cycle utilization of the critical path is 96.3%. The chip area came out at 6400 sq um. Summed over all layers, the routed wires come to 1.44 mm. Per the run summary, max-cap violations total 0.

The total number of sequential cells came out at 0. The longest incremental delay of any stage on the critical path is reported as 0.49 ns. The critical path endpoint has a required time of 2.96 ns.

The slew at the pin with the worst max-slew slack came out at 0.300 ns. The worst setup slack before clock tree synthesis came out at 0.0288 ns. The final timing report lists a max-slew violation count of 0. The Yosys warning count is 1. The flow reports an fmax of 281 MHz. The final-report hold violation count came out at 0.

In this design, the critical path's most frequently occurring cell is sky130_fd_sc_hd__clkdlybuf4s50_1. The wire length per cell came out at 9.88 um. The top-level I/O count is 35. The number of antenna violations at the first check in global routing came out at 0. The post-route utilization of the core is recorded as 27.2%. The area occupied by registers came out at 0 sq um. The count of hold buffers inserted by post-cts repair is 0. For this block, the initial DRC count from the detailed router was 9. Sequential elements use 0% of the synthesized area. The total grt overflow came out at 0.

The minimum clock period after layout came out at 3.56 ns. The area of the core region is 3420 sq um. The total half-perimeter wirelength after legalization and detailed placement came out at 1.35 mm. Looking at the hold checks, the worst path lands on lt. The post-synthesis average cell area is 7.38 sq um. In the setup report, the worst path falls into the class input pin to output pin.

The script computed a power per unit cell area of 99.5 nW/um^2. The overall die width came out at 80 um. The number of remaining DRC errors came out at 0. The share of final-layout standard cells stronger than drive strength 1 is 11.0%. The summed area of non-filler cells in the final layout came out at 928 sq um.

Along the worst hold path, the cell count comes to 6. The instance tally after logic synthesis came out at 61. The critical path maximum fanout is 3. After synthesis, the chip area reported by Yosys is 450 sq um. The global-route wire length before repair is 2.39 mm. The overall die height came out at 80 um. The total global-route track usage came out at 4.41%. In this run the tool buffered the top-level ports with 35 buffer cells. The kind of start point of the critical path is an input pin. The total power came out at 0.0923 mW. The number of distinct library cells after synthesis came out at 16. The worst relative slew slack came out at 79.8%. On the critical path, the stage with the largest delay is an instance of sky130_fd_sc_hd__clkdlybuf4s50_1. For this configuration, the core starts out at a cell density of 13.2%.

The count of filler cells inserted in the layout came out at 366. Across all stage logs, warnings added up to 32. Entering global routing, the biggest net connects 4 pins. The site row count came out at 21. The number of global-route vias before repair is 556. The total of clock buffers placed in the layout is 0. Summed over all failing endpoints, the final setup total negative slack is 0 ns. The netlist area before placement came out at 450 sq um. Walking the worst path, the cells encountered are clkdlybuf4s50_1, inv_1, ha_1, nand4_4, nor4_4, a21bo_1, a31oi_1, clkdlybuf4s50_1. The layout overhead on the synthesized area came out at 106%.

The path type of the worst min-delay path is input pin to output pin. The antenna diode instance count is 0. The number of vias per cell is 3.50. The cell area reported after detailed placement is 888 sq um. The origin of the worst min-delay path is b[0]. Data arrives at the worst endpoint at 2.82 ns. Once routing completed, OpenROAD measured the worst setup slack at 0.137 ns.

The routed via count came out at 511. The count of TritonRoute iterations in the first routing pass came out at 3.
## critical path, delay by kind of cell
family | cells | cell delay, ns
buffers and inverters | 3 | 0.98
AND/OR/NAND/NOR | 2 | 0.41
AND-OR/OR-AND | 2 | 0.39
adder cells (fa/ha/maj) | 1 | 0.31
## where the power goes
part / switching, mW / total, mW / internal, mW / leakage (nW)
Clock: 0 / 0 / 0 / 0
Sequential: 0 / 0 / 0 / 0
Combinational: 0.0341 / 0.0923 / 0.0583 / 0.437
Total: 0.0341 / 0.0923 / 0.0583 / 0.437
## through the flow
step	hold WS (ns)	std cells
2_1_floorplan	1.75	61
3_3_place_gp	2.65	146
3_5_place_dp	2.68	146
4_1_cts	2.68	146
5_1_grt	2.51	146
6_report	2.39	146
## synthesized netlist by cell type (2+ instances only)
library cell / count / area [sq um]
sky130_fd_sc_hd__o21ai_0: 4 / 20.0
sky130_fd_sc_hd__inv_1: 16 / 60.1
sky130_fd_sc_hd__a21oi_1: 8 / 40.0
sky130_fd_sc_hd__ha_1: 16 / 200
sky130_fd_sc_hd__nand4_2: 2 / 25.0
sky130_fd_sc_hd__nand2_1: 4 / 15.0
sky130_fd_sc_hd__a31oi_1: 2 / 12.5
## placed cells by master, fill, tap and decap left out
cell type	instances
sky130_fd_sc_hd__dlymetal6s2s_1	1
sky130_fd_sc_hd__a21oi_2	1
sky130_fd_sc_hd__nand2_1	4
sky130_fd_sc_hd__buf_4	4
sky130_fd_sc_hd__nor2b_1	1
sky130_fd_sc_hd__a21oi_1	7
sky130_fd_sc_hd__o21ai_1	1
sky130_fd_sc_hd__and3_1	1
sky130_fd_sc_hd__o21ai_0	3
sky130_fd_sc_hd__inv_1	16
sky130_fd_sc_hd__clkdlybuf4s50_1	34
sky130_fd_sc_hd__nand2b_2	1
sky130_fd_sc_hd__a31oi_1	2
sky130_fd_sc_hd__nor2_1	1
sky130_fd_sc_hd__nand4_2	1
sky130_fd_sc_hd__nand4_4	1
sky130_fd_sc_hd__nor4_4	1
sky130_fd_sc_hd__and2_1	1
sky130_fd_sc_hd__a21bo_1	1
sky130_fd_sc_hd__ha_1	14
sky130_fd_sc_hd__nand4_1	1
sky130_fd_sc_hd__and4_1	1
sky130_fd_sc_hd__ha_4	2
## area by class of cell
class	count	area, sq um	area share, %
Multi-Input combinational cell	45	428	46.1
Inverter	16	60.1	6.47
Tap cell	46	57.6	6.20
Timing Repair Buffer	39	383	41.2
## repair_timing
item,4_1_cts,5_1_grt
resized,0,6
buffers inserted,0,0
setup endpoints to repair,0,3
endpoints found under the hold margin,0,0
## per-layer routing
| layer | routed length, um | track usage (%) | up-vias | share of wire, % |
|---|---|---|---|---|
| li1 | - | - | 291 | - |
| met2 | 633 | 7.38 | 17 | 44 |
| met5 | 0 | 0 | - | 0 |
| met4 | 0 | 0 | 0 | 0 |
| met1 | 667 | 5.67 | 203 | 46 |
| met3 | 142 | 1.48 | 0 | 9.8 |
## cell families (layout without fill, tap and decap cells)
group / count (synthesis) / in the layout / synth area share [%]
AND-OR/OR-AND: 15 / 15 / 18.3
buffers and inverters: 16 / 55 / 13.3
AND/OR/NAND/NOR: 14 / 14 / 23.9
adder cells (fa/ha/maj): 16 / 16 / 44.4
## worst max-delay path by stage
stage | from | endpoint | slack [ns] | depth (start not counted)
final | a[8] | eq | 0.14 | 8
after CTS | a[15] | lt | 0.02 | 8
after global routing | a[8] | eq | 0.006 | 8
Power figures rest on the tool's default switching activity, not on a simulated workload.
